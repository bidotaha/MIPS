### ./run.sh
#!/bin/bash
# OpenROAD 26Q1-2900-gdf79404cd8, Yosys 0.63+post, stock flow scripts
make -C /OpenROAD-flow-scripts/flow DESIGN_CONFIG=/design/flow/config.mk WORK_HOME=/design/flow/orfs finish
### ./design.v
module register_file ( output [31:0] rd1,     
                       output [31:0] rd2,     
                       input clk,rst,             
                       input WE3,             
                       input [4:0] A1,A2,A3,  
                       input [31:0] WD3);     
reg [31:0] reg_file [0:31];   
integer i;
assign rd1 = reg_file [A1];
assign rd2 = reg_file [A2];
always@(posedge clk,negedge rst)
begin
if (!rst)
begin
for (i=0;i<32;i=i+1)
reg_file [i] = 32'b0;
end
else
begin
if (WE3)
reg_file [A3] <= WD3;    
end 
end
endmodule 
module register_file_ts ();
wire [31:0] rd1,rd2;
reg clk,WE3;
reg [4:0] A1,A2,A3;
reg [31:0] WD3;
register_file t (rd1,rd2,clk,WE3,A1,A2,A3,WD3);
initial 
begin
clk = 0;
repeat (800) #5 clk = ~clk;
end
initial
begin
WE3 = 0;
A1 = 0;
A2 = 0;
A3 =0;
WD3 =0;
#10
A3 = 5;
WD3 = 32'b11111111111111110000000000000000;
WE3 = 1;
#10
WE3 = 0;
A1 = 5;
A2 = 10;
#10
A3 = 10;
WD3 = 32'b11111111000000001111111100000000;
WE3 = 1;
#10
WE3 = 0;
A1 = 5;
A2 = 10;
end 
endmodule 
module alu_decoder ( output reg  [2:0] alucontrol,
                     input [1:0] aluop,
                     input [5:0] funct);
always@(*)
begin
case (aluop)
2'b00 : alucontrol = 3'b010;
2'b01 : alucontrol = 3'b100;
2'b10 : begin
        case (funct)
        6'b100000 : alucontrol = 3'b010;
        6'b100010 : alucontrol = 3'b100;
        6'b101010 : alucontrol = 3'b110;
        6'b011100 : alucontrol = 3'b101;
        default   : alucontrol = 3'b010;
        endcase
        end
default : alucontrol = 3'b010;
endcase
end
endmodule 
module main_decoder ( output reg jump,
                      output reg memtoreg,
                      output reg memwrite,
                      output reg branch,
                      output reg alusrc,
                      output reg regdst,
                      output reg regwrite,
                      output reg [1:0] aluop,
                      input [5:0] opcode);
always@(*)
begin
case (opcode)
6'b100011 : begin
            jump = 0;
            aluop = 2'b00;
            memwrite = 0;
            regwrite = 1;
            regdst = 0;
            alusrc = 1;
            memtoreg = 1;
            branch = 0;
            end
6'b101011 : begin
            jump = 0;
            aluop = 2'b00;
            memwrite = 1;
            regwrite = 0;
            regdst = 0;
            alusrc = 1;
            memtoreg = 1;
            branch = 0;
            end
6'b000000 : begin
            jump = 0;
            aluop = 2'b10;
            memwrite = 0;
            regwrite = 1;
            regdst = 1;
            alusrc = 0;
            memtoreg = 0;
            branch = 0;
            end
6'b001000 : begin
            jump = 0;
            aluop = 2'b00;
            memwrite = 0;
            regwrite = 1;
            regdst = 0;
            alusrc = 1;
            memtoreg = 0;
            branch = 0;
            end
6'b000100 : begin
            jump = 0;
            aluop = 2'b01;
            memwrite = 0;
            regwrite = 0;
            regdst = 0;
            alusrc = 0;
            memtoreg = 0;
            branch = 1;
            end
6'b000010 : begin
            jump = 1;
            aluop = 2'b00;
            memwrite = 0;
            regwrite = 0;
            regdst = 0;
            alusrc = 0;
            memtoreg = 0;
            branch = 0;
            end
default   : begin
            jump = 0;
            aluop = 2'b00;
            memwrite = 0;
            regwrite = 0;
            regdst = 0;
            alusrc = 0;
            memtoreg = 0;
            branch = 0;
            end
endcase
end
endmodule
module control_unit ( output jump,
                      output memtoreg,
                      output memwrite,
                      output branch,
                      output alusrc,
                      output regdst,
                      output regwrite,
                      output [2:0] alucontrol,
                      input [5:0] opcode,
                      input [5:0] funct);
wire [1:0] aluop;
main_decoder p (jump,memtoreg,memwrite,branch,alusrc,regdst,regwrite,aluop,opcode);
alu_decoder l (alucontrol,aluop,funct);
endmodule
module data_memory ( output reg [31:0] readdata,
                     output reg [15:0] test_value,
                     input clk,memwrite,rst,
                     input [31:0] aluout,writedata);
reg [31:0] ram [0:255];
integer i;
always@(posedge clk,negedge rst)
begin
if (!rst)
begin
for (i=0;i<256;i=i+1)
ram [i] = 32'h0;
end
else
begin
if (memwrite)
ram[aluout[9:2]]=writedata;
end
end
always@(*)
begin
readdata = ram [aluout[9:2]];
test_value = ram [0][15:0];
end
endmodule 
module data_memory_ts ();
wire [31:0] readdata;
wire [15:0] test_value;
reg clk,memwrite,rst;
reg [31:0] aluout,writedata;
data_memory t (readdata,test_value,clk,memwrite,rst,aluout,writedata);
initial
begin
clk = 0;
repeat (200) 
#2 clk = ~clk;
end
initial
begin
rst = 0;
#10 rst =1;
end
initial
begin
aluout = 32'h000000;
memwrite = 1;
writedata = 0;
#5 memwrite = 0;
#5 writedata = 32'd15;
#5 memwrite = 1;
end
endmodule 
module sign_extend ( output [31:0] out,
                     input [15:0] in);
    assign out = {{16{in[15]}}, in};
endmodule
module shift_left_twice ( output [31:0] out,
                          input [31:0] in);
    assign out = in << 2;
endmodule
module adder ( output [31:0] sum,
               input [31:0] in1,
               input [31:0] in2);
    assign sum = in1 + in2;
endmodule
module adder_4 ( output [31:0] sum,
                 input [31:0] in1);
    assign sum = in1 + 4;
endmodule
module mux2x1_32_bit ( output [31:0] out,
                       input [31:0] in1,
                       input [31:0] in2,
                       input sel );
    assign out = sel ? in1 : in2;
endmodule
module mux2x1_5_bit ( output [4:0] out,
                      input [4:0] in1,
                      input [4:0] in2,
                      input sel );
    assign out = sel ? in1 : in2;
endmodule
module alu_mips ( output reg [31:0] aluresult,
                  output Zero,
                  input [31:0] SrcA,SrcB,
                  input [2:0]  alucontrol);
 always@(*)
  begin 
    case (alucontrol)
    3'b000 : aluresult = SrcA&SrcB;  
    3'b001 : aluresult = SrcA|SrcB;  
    3'b010 : aluresult = SrcA+SrcB;
    3'b011 : aluresult = 32'b0;   
    3'b100 : aluresult = SrcA-SrcB;  
    3'b101 : aluresult = SrcA*SrcB;     
    3'b110 : begin 
             if(SrcA < SrcB) 
               aluresult = 1;
             end 
    3'b111 : aluresult = 32'b0; 
    default: aluresult = 32'b0;        
 endcase    
end 
assign Zero = (aluresult == 32'd0) ? 1'b1 : 1'b0;
endmodule
module program_Counter ( output reg [31:0] PC_out,
                         input  [31:0]  PC_in ,
                         input clk,rst);
  always@(posedge clk,negedge rst) 
  begin
    if (!rst)
    PC_out = 32'b0;
    else
    PC_out<=PC_in ;  
  end   
endmodule
module instruction_rom ( output [31:0] instruction,
                         input [31:0] address); 
reg [31:0] rom [0:255];
initial
begin
rom [0] = 32'h00008020;
rom [1] = 32'h20100007;
rom [2] = 32'h00008820;
rom [3] = 32'h20110001;
rom [4] = 32'h12000003;
rom [5] = 32'h0230881C;
rom [6] = 32'h2210FFFF;
rom [7] = 32'h08000004;
rom [8] = 32'hAC110000;
end
assign instruction = rom [address[9:2]];
endmodule
module top_module ( input clk,rst,
                    output [15:0] test_value);
wire [31:0] rd1,rd2;
wire regwrite,regdst,memtoreg,jump,memwrite,branch,alusrc;
wire [2:0] alucontrol;
wire [31:0] instr;
wire [4:0] mux1;
wire [31:0] mux2;
wire [31:0] readdata;
wire [31:0] aluresult;
wire [31:0] signlmm;
wire [31:0] shift_out1;
wire [31:0] pcbranch;
wire [31:0] pcplus4;
wire [31:0] pcjump;
wire [31:0] mux3;
wire [31:0] mux4;
wire pcsrc;
wire zero;
wire [31:0] pc_out;
wire [31:0] srca;
wire [31:0] srcb;
register_file q1(rd1,rd2,clk,rst,regwrite,instr [25:21],instr [20:16],mux1,mux2);
mux2x1_5_bit q2 (mux1,instr [15:11],instr [20:16],regdst);
mux2x1_32_bit q3 (mux2,readdata,aluresult,memtoreg);
sign_extend q4 (signlmm,instr [15:0]);
shift_left_twice q5 (shift_out1,signlmm);
adder q6 (pcbranch,shift_out1,pcplus4);
shift_left_twice q7(pcjump,instr);
mux2x1_32_bit q8 (mux3,{pcplus4 [31:28] ,pcjump [27:0]},mux4,jump);
mux2x1_32_bit q9 (mux4,pcbranch,pcplus4,pcsrc);
and (pcsrc,branch,zero);
program_Counter q10 (pc_out,mux3,clk,rst);
instruction_rom q11 (instr,pc_out);
adder_4 q12 (pcplus4,pc_out);
mux2x1_32_bit q13 (srcb,signlmm,rd2,alusrc);
assign srca = rd1;
alu_mips q14 (aluresult,zero,srca,srcb,alucontrol);
data_memory q15 (readdata,test_value,clk,memwrite,rst,aluresult,rd2);
control_unit q16(jump,memtoreg,memwrite,branch,alusrc,regdst,regwrite,alucontrol,instr [31:26],instr [5:0]);
endmodule
`timescale 100ns/1ps
module top_module_ts ();
wire [15:0] test_value;
reg clk,rst;
top_module i (clk,rst,test_value);
initial
begin
clk = 0;
repeat (5000)
#10 clk = ~clk;
end 
initial
begin
rst = 0;
#100 rst = 1;
end
endmodule
### ./constraint.sdc
current_design top_module

set clk_period 31.1
set clk_io_pct 0.2

create_clock -name clk0 -period $clk_period [get_ports {clk}]

set non_clock_inputs [all_inputs -no_clocks]
set_input_delay [expr $clk_period * $clk_io_pct] -clock clk0 $non_clock_inputs
set_output_delay [expr $clk_period * $clk_io_pct] -clock clk0 [all_outputs]
### ./config.mk
export PLATFORM = sky130hd
export DESIGN_NAME = top_module
export DESIGN_NICKNAME = top_module
export VERILOG_FILES = /design/flow/design.v
export SDC_FILE = /design/flow/constraint.sdc
export NUM_CORES = 4
export LEC_CHECK = 1
export CORE_UTILIZATION = 50
export SYNTH_MEMORY_MAX_BITS = 65536
==> deck_impl_summary.md <==
Implementation Results

Timing
  • Register pins left without a clock: 32
  • Endpoints left unconstrained: 32

CTS
  • Number of buffers created by CTS: 863
  • Post-CTS Setup Repair Bufs: 0
  • CTS Hold Buffers Added: 0
  • Post-CTS sizing: 0
  • Longest Clk Path Bufs: 4
  • H-tree levels: 6
  • CTS root buf: clkbuf_16

Synth
  • Number of enable flip-flop cells: 0
  • Asr flop ratio synth: 99.6%
  • Top-area cell share: 57.3%
  • Yosys Warn Count: 9
  • Syn_area_per_cell: 9.71 sq um
  • Yosys stat cell total: 37,464
  • Dominant cell type by area after synthesis: dfrtp_1
  • Ys flops: 8,356
  • Synthesis area per yosys: 0.364 sq mm
  • Post-synth cell types: 102
  • Dominant flop cell: dfrtp_1
  • Cell area leaders: dfrtp_1, o21ai_0, nand2_1, a22oi_1, clkbuf_1
  • Synth Cell Area: 0.364 sq mm
  • Cells after Synth: 37,464

Placed design
  • PortBufs: 17
  • RD Place Congestion: 1.27
  • Detailed placement HPWL: 2060 mm
  • Placed insts: 46,061

GRT
  • Vias in the first global route: 410,925
  • Largest net degree at the start of global routing: 132
  • Aggregate global-route resource usage: 91.6%
  • First-pass GRT wire length: 4270 mm
  • Grt total ovfl: 2,776

Status
  • Failing step: 5_1_grt
  • Stop Error: [ERROR GRT-0116] Global routing finished with congestion. Check the congestion regions in the DRC Viewer.
  • Run status: aborted with a tool error

Floorplanning
  • Floorplan row count: 312
  • DIE HEIGHT: 855 um
  • Io pins: 18
  • Die X-Extent: 855 um
  • Floorplan Utilization: 50.3%
-- cells in the mapped netlist, drive strengths merged, types with 199 or more instances --
cell type and number:
nand2 8515, dfrtp 8324, a22oi 1945, mux2 287, nor2 894, clkbuf 3280, inv 571, ha 199
nand3 241, a21oi 361, nand4 500, o21ai 8341, a221oi 915, fa 411, buf 254, a22o 1007
-- logic make-up after synthesis --
| kind of cell | count (synthesis) | synth area share, % |
|---|---|---|
| buffers and inverters | 4108 | 4.29 |
| and+or+nand+nor | 10647 | 11.8 |
| DFF | 8324 | 57.3 |
| xor gates and xnor gates | 87 | 0.244 |
| AOI/OAI and AO/OA | 13323 | 22.3 |
| adders and majority gates | 610 | 2.95 |
| muxes | 333 | 1.02 |
| latches | 32 | 0.132 |
-- per-stage QoR --
step           cell area (sq um)  power [uW]  worst slack, ns
3_5_place_dp              388000       11300            17.42
3_3_place_gp              388000       11300            17.56
4_1_cts                   417000       21900            18.66
2_1_floorplan             364000       11000            24.40
-- routing by layer --
metal	track usage (%)	overflow
met1	92.4	421
met2	95.4	994
met3	90.0	509
met4	86.3	805
met5	83.0	47
Power and IR drop assume default switching activity.
